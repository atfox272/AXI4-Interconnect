**config.mk**
```make
export PLATFORM = sky130hd
export DESIGN_NAME = splitting_4kb_masker
export DESIGN_NICKNAME = splitting_4kb_masker
export VERILOG_FILES = /design/flow/design.v
export SDC_FILE = /design/flow/constraint.sdc
export NUM_CORES = 4
export LEC_CHECK = 1
export CORE_AREA = 10 10 96 96
export DIE_AREA = 0 0 106 106
```
**constraint.sdc**
```tcl
current_design splitting_4kb_masker

set clk_period 12.4
set clk_io_pct 0.2

create_clock -name clk0 -period $clk_period

set non_clock_inputs [all_inputs -no_clocks]
set_input_delay [expr $clk_period * $clk_io_pct] -clock clk0 $non_clock_inputs
set_output_delay [expr $clk_period * $clk_io_pct] -clock clk0 [all_outputs]
```
**design.v**
```verilog
module splitting_4kb_masker
#(
    parameter ADDR_WIDTH    = 32,
    parameter LEN_WIDTH     = 3,
    parameter SIZE_WIDTH    = 3
)
(
    input   [ADDR_WIDTH-1:0]    ADDR_i,
    input   [LEN_WIDTH-1:0]     LEN_i,
    input   [SIZE_WIDTH-1:0]    SIZE_i,
    input                       mask_sel_i,  
    output  [ADDR_WIDTH-1:0]    ADDR_split_o,
    output  [LEN_WIDTH-1:0]     LEN_split_o,
    output                      crossing_flag
);
    localparam BIT_OFFSET_4KB = 12;  
    localparam TRANS_SIZE_EXT = (BIT_OFFSET_4KB+1) - (LEN_WIDTH+1+2**SIZE_WIDTH-1);
    wire [(LEN_WIDTH+1+2**SIZE_WIDTH-1)-1:0]trans_size;
    wire [BIT_OFFSET_4KB-1:0]               trans_size_ext;
    wire [(LEN_WIDTH+1+2**SIZE_WIDTH-1)-1:0]trans_size_rem;
    wire [BIT_OFFSET_4KB:0]                 addr_end;
    wire [(LEN_WIDTH+1+2**SIZE_WIDTH-1)-1:0]trans_size_sll      [0:2**SIZE_WIDTH-1];
    wire [(LEN_WIDTH+1+2**SIZE_WIDTH-1)-1:0]trans_size_rem_srl  [0:2**SIZE_WIDTH-1];
    wire [(LEN_WIDTH+1+2**SIZE_WIDTH-1)-1:0]LEN_rem_srl;
    wire [LEN_WIDTH:0]                      LEN_incr;                        
    wire [LEN_WIDTH-1:0]                    LEN_msk_1;                        
    wire [LEN_WIDTH-1:0]                    LEN_msk_2;    
    wire [ADDR_WIDTH-1:0]                   ADDR_msk_1;                        
    wire [ADDR_WIDTH-1:0]                   ADDR_msk_2;                        
    assign LEN_incr = LEN_i + 1'b1;
    genvar shamt;
    generate
        for(shamt = 0; shamt < 2**SIZE_WIDTH; shamt = shamt + 1) begin : SHIFTER
            assign trans_size_sll[shamt] = LEN_incr << shamt;
            assign trans_size_rem_srl[shamt] = trans_size_rem >> shamt;
        end
    endgenerate
    assign trans_size = trans_size_sll[SIZE_i];
    generate
        if(TRANS_SIZE_EXT <= 0) begin
            assign trans_size_ext = trans_size;
        end
        else begin
            assign trans_size_ext = {{TRANS_SIZE_EXT{1'b0}}, trans_size};
        end
    endgenerate
    assign addr_end = {1'b0, ADDR_i[BIT_OFFSET_4KB-1:0]} + trans_size_ext;
    assign crossing_flag = (addr_end[BIT_OFFSET_4KB] == 1'b1) & (|addr_end[BIT_OFFSET_4KB-1:0]);  
    assign trans_size_rem = addr_end[BIT_OFFSET_4KB-1:0];
    assign LEN_rem_srl = trans_size_rem_srl[SIZE_i];
    assign LEN_msk_2 = LEN_rem_srl;
    assign LEN_msk_1 = LEN_incr - LEN_msk_2;
    assign LEN_split_o = (crossing_flag) ? ((mask_sel_i) ? LEN_msk_2 : LEN_msk_1) - 1'b1 : LEN_i;
    assign ADDR_msk_1 = ADDR_i;
    assign ADDR_msk_2 = {ADDR_i[ADDR_WIDTH-1:BIT_OFFSET_4KB-1] + 1'b1, {(BIT_OFFSET_4KB-1){1'b0}}};
    assign ADDR_split_o = (mask_sel_i) ? ADDR_msk_2 : ADDR_msk_1;
endmodule
```
**run.sh**
```bash
#!/bin/bash
# OpenROAD 26Q1-2900-gdf79404cd8, Yosys 0.63+post, stock flow scripts
make -C /OpenROAD-flow-scripts/flow DESIGN_CONFIG=/design/flow/config.mk WORK_HOME=/design/flow/orfs finish
```
==> results.ini <==
[power]
cellPowerDensity_nw_per_um2=41.7
p_comb_share_pct=100.0
switching_share_pct=46.8
ir_worst_vdd_mv=0.0132
pwr-share-clk_pct=0
p_seq_share_pct=0
intPower_mw=0.0555
power_leakage_nw=0.971
p_switching_mw=0.0488

[die]
die_h_um=106
fp_util_pct=23.3
fp-row-count=31
ios=75
core_area_um2=7210
chipArea_um2=11200
die_w_um=106

[place]
hpwl_mm=4.89
finalWeightedCongestion=0.894
port_buffers=75
dp_slack_ps=1800

[global_route]
antenna_found_initial=0
grt_use_total_pct=9.87
grt_pass1_vias=1938
grt_max_degree=22
grt_pass1_wl_mm=9.57
grt-ovfl-total=0

[synth]
simple_gate_share_pct=30.6
top_cell=nor2_1
mux_share_pct=8.11
logic_family=simple AND/OR/NAND/NOR gates
synth_area_um2=1680
xor_share_pct=14.6
seq_area_frac_synth_pct=0
ys_cells=245
avgSynthCellArea_um2=6.86
yosys_area_um2=1680
synthCells=245
synth-adder-area-share_pct=14.3
synth-warning-count=1
top_area_share_pct=11.9
synthAoiAreaFrac_pct=24.3
top_cells_by_count=24 x nor2_1, 21 x nand2_1, 19 x xnor2_1
synth_cell_types=58
yosys.area.top_type=ha_1
ys_top_cells_by_area=ha_1 12%, xnor2_1 9.9%, nor2_1 5.4%

[sta]
finalMaxSlewViolations=0
report.final.hold_viol_count=0
fin_crit_sh_pct=85.5
timing.hold.ws_ps=5900
min_period_ps=10600
totalNegativeSetupSlack_ps=0
setup_viol=0
fin_ws_ps=1800
worst_slew_pin_slew_ps=609
rsz0062_at_grt=no
relSlewSlack_pct=59.3
max_freq_mhz=94.4

[final_layout]
area_delta_synth_final_pct=48.6
nClkBuffers=0
drive_above_1_share_pct=4.21
ff_count=0
utilization_pct=34.6
regArea_um2=0

[status]
status=completed

[setup_path]
cp_data_required_time_ps=9920
critPathMaxStageDelay_ps=520
worstPathCellList=clkdlybuf4s50_1 > ha_1 > xor2_1 > o21ai_0 > nor2_1 > a31oi_1 > nor2_1 > ha_1 > a211oi_1 > o21ai_0 > a21oi_1 > xnor2_1 > mux2_2 > mux2i_1 > a221o_1 > fa_1 > inv_1 > mux2_2 > ha_1 > xnor2_1 > xnor2_1 > mux2_4 > clkdlybuf4s50_1
slowest_stage=clkdlybuf4s50_1
cp-start-kind=input port
end_kind=output pin
critPathKind=in2out
worstPathArrival_ps=8120
crit_path_max_fanout=7

[detailed_routing]
num_vias=1947
drc=0
diodes=0
firstDrtPassIters=4
wire_per_inst_um=13.8
vias_per_cell=4.77
postRouteAntennaNets=0
wl_mm=5.64
drtIter0Drc=103

[clocking]
hold_buffers=0
cts_resized=0
post_cts_buffers=0

[worst_hold_path]
min_to=ADDR_split_o[31]
hold_start=ADDR_i[31]
hp-class=in2out
hold_path_depth=3

[flow_run]
log.warning_count=33
drv_cap=0

-- cell type report --
cell class	count	area, µm²
inverters	19	71.3
multi-input cells	214	1550
fillers	757	4720
repair buffers	76	758
well taps	99	124
-- critical path, delay by kind of cell --
family / cells / cell delay (ps)
compound gates: 6 / 1770
fa+ha+maj: 4 / 1230
buf+inv: 3 / 970
mux: 4 / 830
xor+xnor: 4 / 660
simple gates: 2 / 160
-- routing by layer --
layer | part of all wire (%) | GRT usage, %
met3 | 11 | 3.49
met5 | 0 | 0
met1 | 46 | 12.9
met2 | 42 | 15.8
met4 | 0.99 | 1.16
-- stage by stage --
stage	area [µm²]	instances	total power, mW
CTS	2500	408	0.105
floorplan	1680	245	0.0641
finish	2500	408	0.104
global placement	2500	408	0.105
global route	2500	408	0.118
detailed placement	2500	408	0.105
-- power by group through the flow --
stage	Clock [mW]	Combinational, mW	Sequential [mW]
6_report	0	0.104	0
5_1_grt	0	0.118	0
4_1_cts	0	0.105	0
-- how the worst max path moves through the flow --
stage | startpoint | endpoint | slack (ps) | cells past startpoint
after global routing | LEN_i[0] | LEN_split_o[2] | 1350 | 23
final | LEN_i[0] | LEN_split_o[2] | 1800 | 23
after CTS | LEN_i[0] | LEN_split_o[2] | 1800 | 23
-- logic make-up after synthesis --
logic type / Yosys count
and+or+nand+nor: 100
buffers and inverters: 31
xor gates and xnor gates: 28
muxes: 11
AOI/OAI and AO/OA: 57
adders and majority gates: 18
-- cell usage in the layout, fill, tap and decap left out, types with 2 or more instances in the layout --
cell | Yosys | layout
xor2_1 | 9 | 9
inv_1 | 17 | 17
a31oi_1 | 3 | 3
a211o_1 | 2 | 2
nor3_1 | 4 | 4
mux2_4 | 2 | 2
and2_1 | 2 | 2
mux2i_1 | 5 | 5
a211oi_1 | 4 | 4
or3_1 | 3 | 3
nor2b_1 | 13 | 13
clkdlybuf4s50_1 | 0 | 75
and4_1 | 2 | 2
nand2_1 | 21 | 21
ha_1 | 16 | 16
nand2b_1 | 2 | 2
inv_2 | 2 | 2
and3_1 | 3 | 3
o21ai_0 | 16 | 16
nor4_1 | 2 | 2
nand4_1 | 7 | 7
xnor2_1 | 19 | 19
o211ai_1 | 2 | 2
o21a_1 | 2 | 2
mux2_2 | 3 | 3
nand3_1 | 11 | 11
a21oi_1 | 9 | 9
nor2_1 | 24 | 24
fa_1 | 2 | 2
o31a_1 | 2 | 2
Power and IR drop assume default switching activity.
